===== ./run.sh =====
#!/bin/bash
# OpenROAD 26Q1-2900-gdf79404cd8, Yosys 0.63+post, stock flow scripts
make -C /OpenROAD-flow-scripts/flow DESIGN_CONFIG=/design/flow/config.mk WORK_HOME=/design/flow/orfs finish

===== ./config.mk =====
export PLATFORM = sky130hd
export DESIGN_NAME = processor
export DESIGN_NICKNAME = processor
export VERILOG_FILES = /design/flow/design.v
export SDC_FILE = /design/flow/constraint.sdc
export NUM_CORES = 4
export LEC_CHECK = 1
export CORE_UTILIZATION = 40

===== ./constraint.sdc =====
current_design processor

set clk_period 5.3
set clk_io_pct 0.2

create_clock -name clk0 -period $clk_period [get_ports {clk}]

set non_clock_inputs [all_inputs -no_clocks]
set_input_delay [expr $clk_period * $clk_io_pct] -clock clk0 $non_clock_inputs
set_output_delay [expr $clk_period * $clk_io_pct] -clock clk0 [all_outputs]

===== ./design.v =====
`timescale 1ns / 1ps
module ALU
(
   input  [7:0] input_1,
   input  [7:0] input_2,
   input  [7:0] input_3,
   input  [1:0] op,
   output reg[7:0] output_1
);	
	always@(*) begin
		case (op)
			0: output_1 = input_1;
			1: output_1 = input_1 + input_3;
			2: output_1 = input_1 - input_2;
			default: output_1 = input_1;
		endcase
	end
endmodule
`timescale 1ns / 1ps
module Comparator
(
    input  [7:0] input_1,
    input  [7:0] input_2,
    output reg [7:0] result,
    output reg output_1,
    output reg output_2,
    output reg output_3
);
	always@(*) begin
		if(input_1 > input_2) begin
			result   = 0;
			output_1 = 1;
			output_2 = 0;
			output_3 = 0;
		end
		else if (input_1 == input_2) begin
			result   = input_1;
			output_1 = 0;
			output_2 = 1;
			output_3 = 0;
		end
		else begin
			result = 0;
			output_1 = 0;
			output_2 = 0;
			output_3 = 1;
		end
	end
endmodule
`timescale 1ns / 1ps
module Controller
(
    input  rst,
    input  clk,
    input  op,
    input  start,
    input  x_gt_y,
    input  x_eq_y,
    input  x_ls_y,
    output reg x_sel,
    output reg y_sel,
    output reg x_en,
    output reg y_en,
    output reg [1:0] x_op,
    output reg [1:0] y_op,
    output reg done_en
);
	reg [1:0]next_state = 0;
	reg [1:0]current_state = 0;
	always@(posedge clk or posedge rst) begin
		if (rst) begin
			next_state <= 0;
			current_state <= 0;
		end else begin
			case (current_state)
				0:
					if (!rst && start)
						next_state <= 1;
					else
						next_state <= current_state;
				1:
					if (done_en)
						next_state <= 2;
					else
						next_state <= current_state;
				2:
					if (rst)
						next_state <= 0;
					else
						next_state <= current_state;
			endcase
			current_state <= next_state;
		end
	end
	always@(posedge clk) begin
		case (next_state)
			0: begin
				x_sel <= 0;
				y_sel <= 0;
				x_en <= 1;
				y_en <= 1;
				x_op <= 0;
				y_op <= 0;
				done_en <= 0;
			end
			1: begin
				if (x_eq_y) begin
					x_sel <= 1;
					y_sel <= 1;
					x_en <= 0;
					y_en <= 0;
					x_op <= 0;
					y_op <= 0;
					done_en <= 1;
				end
				else if (x_gt_y && !op) begin
					x_sel <= 1;
					y_sel <= 1;
					x_en <= 1;
					y_en <= 1;
					x_op <= 2;
					y_op <= 0;
					done_en <= 0;
				end
				else if (x_gt_y && op) begin
					x_sel <= 1;
					y_sel <= 1;
					x_en <= 1;
					y_en <= 1;
					x_op <= 0;
					y_op <= 1;
					done_en <= 0;
				end
				else if (x_ls_y && !op) begin
					x_sel <= 1;
					y_sel <= 1;
					x_en <= 1;
					y_en <= 1;
					x_op <= 0;
					y_op <= 2;
					done_en <= 0;
				end
				else if (x_ls_y && op) begin
					x_sel <= 1;
					y_sel <= 1;
					x_en <= 1;
					y_en <= 1;
					x_op <= 1;
					y_op <= 0;
					done_en <= 0;
				end
				else begin
					x_sel <= 0;
					y_sel <= 0;
					x_en <= 1;
					y_en <= 1;
					x_op <= 0;
					y_op <= 0;
					done_en <= 0;				
				end
			end
			2: begin
				x_sel <= 1;
				y_sel <= 1;
				x_en <= 0;
				y_en <= 0;
				x_op <= 0;
				y_op <= 0;
				done_en <= 1;
			end
		endcase
	end
endmodule
`timescale 1ns / 1ps
module DFF_1bit
(
    input  rst,
    input  clk,
    input  load,
    input  d,
    output reg q
);	
	 always @ (negedge clk or posedge rst)
	 if (rst)
		 q <= 0;
	 else if(load)
	  	 q <= d;
endmodule
`timescale 1ns / 1ps
module Datapath
(
   input rst,
   input clk,
   input [7:0] x,
   input [7:0] y,
   input x_sel,
   input y_sel,
   input x_en,
   input y_en,
   input [1:0] x_op,
   input [1:0] y_op,
   input done_en,
   output x_gt_y,
   output x_eq_y,
   output x_ls_y,
   output [7:0] result
);
	wire [7:0]x_reg;
	wire [7:0]y_reg;
	wire [7:0]x_cal;
	wire [7:0]y_cal;
	wire [7:0]x_mux;
	wire [7:0]y_mux;
	wire [7:0]r_cam;
	Multiplexer X_MUX
	(
		.input_1(x[7:0]),
		.input_2(x_cal[7:0]),
		.sel(x_sel),
		.output_1(x_mux[7:0])
	);
	Multiplexer Y_MUX
	(
		.input_1(y[7:0]),
		.input_2(y_cal[7:0]),
		.sel(y_sel),
		.output_1(y_mux[7:0])
	);
	Register X_REG
	(
		.rst(rst),
		.clk(clk),
		.load(x_en),
		.d(x_mux[7:0]),
		.q(x_reg[7:0])
	);
	Register Y_REG
	(
		.rst(rst),
		.clk(clk),
		.load(y_en),
		.d(y_mux[7:0]),
		.q(y_reg[7:0])
	);
	Comparator CAM
	(
		.input_1(x_reg[7:0]),
		.input_2(y_reg[7:0]),
		.result(r_cam[7:0]),
		.output_1(x_gt_y),
		.output_2(x_eq_y),
		.output_3(x_ls_y)
	);
	ALU X_CAL
	(
		.input_1(x_reg[7:0]),
		.input_2(y_reg[7:0]),
		.input_3(x[7:0]),
		.op(x_op[1:0]),
		.output_1(x_cal[7:0])
	);
	ALU Y_CAL
	(
		.input_1(y_reg[7:0]),
		.input_2(x_reg[7:0]),
		.input_3(y[7:0]),
		.op(y_op[1:0]),
		.output_1(y_cal[7:0])
	);
	Register R_REG
	(
		.rst(rst),
		.clk(clk),
		.load(done_en),
		.d(r_cam[7:0]),
		.q(result[7:0])
	);
endmodule
`timescale 1ns / 1ps
module Multiplexer
(
   input [7:0] input_1,
   input [7:0] input_2,
   input sel,
   output reg[7:0] output_1
);
	always@(*) begin
		if (sel == 0)
			output_1 = input_1;
		else
			output_1 = input_2;
	end
endmodule
`timescale 1ns / 1ps
module processor
(
	input  rst,
	input  clk,
        input  start,
	input  op,
        input  [7:0] x,
        input  [7:0] y,
        output [7:0] result,
        output done,
	output [6:0] res,
	output [6:0] x_seg,
	output [6:0] y_seg
);
	wire x_sel;
	wire y_sel;
	wire x_en;
	wire y_en;
	wire [1:0]x_op;
	wire [1:0]y_op;
	wire x_gt_y;
	wire x_eq_y;
	wire x_ls_y;
	Datapath DATA_PATH
	(
		.rst(rst),
		.clk(clk),
		.x(x[7:0]),
		.y(y[7:0]),
		.x_sel(x_sel),
		.y_sel(y_sel),
		.x_en(x_en),
		.y_en(y_en),
		.x_op(x_op[1:0]),
		.y_op(y_op[1:0]),
		.done_en(done),
		.x_gt_y(x_gt_y),
		.x_eq_y(x_eq_y),
		.x_ls_y(x_ls_y),
		.result(result[7:0])
	);
	Controller CONTROLLER
	(
		.rst(rst),
		.clk(clk),
		.op(op),
		.start(start),
		.x_gt_y(x_gt_y),
		.x_eq_y(x_eq_y),
		.x_ls_y(x_ls_y),
		.x_sel(x_sel),
		.y_sel(y_sel),
		.x_en(x_en),
		.y_en(y_en),
		.x_op(x_op[1:0]),
		.y_op(y_op[1:0]),
		.done_en(done)
	);
	assign res = (result==4'd0) ? 7'b1000000 :
					 (result==4'd1) ? 7'b1111001 :
					 (result==4'd2) ? 7'b0100100 :
					 (result==4'd3) ? 7'b0110000 :
					 (result==4'd4) ? 7'b0011001 :
					 (result==4'd5) ? 7'b0010010 :
					 (result==4'd6) ? 7'b0000010 :
					 (result==4'd7) ? 7'b1111000 :
					 (result==4'd8) ? 7'b0000000 :
					 (result==4'd9) ? 7'b0010000 :
					 (result==4'd10)? 7'b0001000 :
					 (result==4'd11)? 7'b0000011 :
					 (result==4'd12)? 7'b1000110 :
					 (result==4'd13)? 7'b0100001 :
					 (result==4'd14)? 7'b0000110 :
					 (result==4'd15)? 7'b0001110 : 7'b0111111 ;
	assign x_seg = (x==4'd0) ? 7'b1000000 :
						(x==4'd1) ? 7'b1111001 :
						(x==4'd2) ? 7'b0100100 :
						(x==4'd3) ? 7'b0110000 :
						(x==4'd4) ? 7'b0011001 :
						(x==4'd5) ? 7'b0010010 :
						(x==4'd6) ? 7'b0000010 :
						(x==4'd7) ? 7'b1111000 :
						(x==4'd8) ? 7'b0000000 :
						(x==4'd9) ? 7'b0010000 :
						(x==4'd10)? 7'b0001000 :
						(x==4'd11)? 7'b0000011 :
						(x==4'd12)? 7'b1000110 :
						(x==4'd13)? 7'b0100001 :
						(x==4'd14)? 7'b0000110 :
						(x==4'd15)? 7'b0001110 : 7'b0111111 ;
	assign y_seg = (y==4'd0) ? 7'b1000000 :
						(y==4'd1) ? 7'b1111001 :
						(y==4'd2) ? 7'b0100100 :
						(y==4'd3) ? 7'b0110000 :
						(y==4'd4) ? 7'b0011001 :
						(y==4'd5) ? 7'b0010010 :
						(y==4'd6) ? 7'b0000010 :
						(y==4'd7) ? 7'b1111000 :
						(y==4'd8) ? 7'b0000000 :
						(y==4'd9) ? 7'b0010000 :
						(y==4'd10)? 7'b0001000 :
						(y==4'd11)? 7'b0000011 :
						(y==4'd12)? 7'b1000110 :
						(y==4'd13)? 7'b0100001 :
						(y==4'd14)? 7'b0000110 :
						(y==4'd15)? 7'b0001110 : 7'b0111111 ;
endmodule
`timescale 1ns / 1ps
module Register
(
   input rst,
   input clk,
   input load,
   input [7:0] d,
   output[7:0] q
);
	DFF_1bit u0
	(
		.rst(rst),
		.clk(clk),
		.load(load),
		.d(d[0]),
		.q(q[0])
	);
	DFF_1bit u1
	(
		rst,
		clk,
		load,
		d[1],
		q[1]
	);
	DFF_1bit u2
	(
		rst,
		clk,
		load,
		d[2],
		q[2]
	);
	DFF_1bit u3
	(
		rst,
		clk,
		load,
		d[3],
		q[3]
	);
	DFF_1bit u4
	(
		rst,
		clk,
		load,
		d[4],
		q[4]
	);
	DFF_1bit u5
	(
		rst,
		clk,
		load,
		d[5],
		q[5]
	);
	DFF_1bit u6
	(
		rst,
		clk,
		load,
		d[6],
		q[6]
	);
	DFF_1bit u7
	(
		rst,
		clk,
		load,
		d[7],
		q[7]
	);
endmodule

==> notes.md <==
yosys + openroad results -> critical path start-end classification=in2reg, Max Slew Vio Count=0, cells after synthesis=487, Crit path largest cell delay=0.56 ns, synth top area cells=sky130_fd_sc_hd__dfrtn_1 16%, sky130_fd_sc_hd__ha_1 11%, sky130_fd_sc_hd__o21ai_0 6.4%, crit path capture type=flip-flop, number of distinct standard cells referenced by the synthesized netlist=about 67, IO Pins=50, unrepaired setup endpoints after global routing=yes, Data arrival, critical path=3.15 ns, static power due to leakage=approximately 2.2 nW, Post-DRT Antenna Nets=0, combinational cell area excluding buffers and inverters=2720 um2, power density over cell area=approximately 460 nW/um2, Insertion Delay late pin=0.29 ns, Yosys top cell by instances=sky130_fd_sc_hd__nand2_1, fraction of registers with async set/reset=80.0%, origin of the worst setup path=y[0], Global Route Usage Sum=21.2%, stage-log warning count=35, pin count of the biggest net entering global routing=31, Clock Path Buffers=2, startpoint of the lowest-slack register-to-register path=CONTROLLER.y_op[1], headroom to the max-slew limit=54.2%, total placed instance area=4610 um2, mean area per synthesized cell=roughly 7.5 um2, sequential cell area=871 um2, DRC violation count after routing=0, family of cells with the greatest summed delay on the critical path=simple AND/OR/NAND/NOR gates, Die Ht=97.9 um, slowest CP cell=sky130_fd_sc_hd__or4_4, tally of buffers added on design ports=49, maximum resistive drop on vdd=between 0.3 and 0.4 mV, number of buffers and inverters on the critical path=1, Worst-Margin Slew=0.686 ns, Detailed Place HPWL=7210 um, global placer's final weighted congestion=0.905, number of global-route vias before repair=~3500, Max Cap Violations=0, CTS tree=done, cell count after placement=between 600 and 700, post-synthesis cell area=approximately 3700 um2, worst reg-to-reg path cell count=11, synthesis-stage register bit count=35, portion of the post-synthesis area used by sequential elements=approximately a quarter, number of warnings reported in the yosys synthesis log=5, synthesis-to-finish area growth=38.5%, most numerous cell types in the synthesized netlist=52 x sky130_fd_sc_hd__nand2_1, 47 x sky130_fd_sc_hd__o21ai_0, 45 x sky130_fd_sc_hd__inv_1, Critical Path Stages=13, total of fill cells in the finished design=between 700 and 800, kind of launch point of the worst setup path=input pin, area reported by Yosys stat=roughly 3700 um2, effective utilization at floorplan=41.7%, drt via density=approximately 5.4, Most common reg cell=sky130_fd_sc_hd__dfrtn_1, result of the run=complete, but fails checks, quantity of hold-fixing buffers added after cts=0, Finished Cell Area=5090 um2, standard-cell row count=34, total congestion overflow=0, total die size=9580 um2, Initial DRC Count=108, final number of setup-violating endpoints=6, first-pass GRT wire length=16500 um, clock root buffer=sky130_fd_sc_hd__clkbuf_8, layout cells sized above 1=24.7%, Post-synth EDFFs=3, fin cells=700, Final Hold Viols=0, Clock transition at path regs=approximately 0.060 ns, critical path fanouts, max=4, Routed wire per std cell=13.8 um, detailed-route wire length=9640 um, final worst setup slack=-0.371 ns, Pre-Repair DR Iteration Count=22, post-layout util=roughly 58%, final clock skew=0.0118 ns, worst hold margin=approximately 0.45 ns, violations in the final reports=setup timing, required time of the critical path=2.78 ns, area leader, netlist=sky130_fd_sc_hd__dfrtn_1, number of CTS-inserted buffers=5, yosys cell count=487, htree depth=2, total core area=8810 um2, Min-Delay Path Depth=2, via count=3803, aggregate negative setup slack=-1.01 ns, fraction of synthesized cell area taken by the top area cell type=~16%, antenna diode instance count=0, Worst Hold Launch=CONTROLLER.y_op[2], worst hold-check path type=reg2reg, die boundary width=between 90 and 100 um, number of sinks handled by clock tree synthesis=35, number of antenna violations at the first check in global routing=0, crit-path cells=buf_8 -> or4_4 -> nor2_4 -> xor2_1 -> nor2_1 -> a21oi_1 -> ha_2 -> o21a_1 -> nor2_2 -> a221oi_2 -> xnor2_1 -> nand3_1 -> o211ai_2
sequential cells by signal, indices dropped and copies added, names as in the netlist, 2 cells and up:
register and count:
CONTROLLER.current_state 2, CONTROLLER.next_state 2, CONTROLLER.x_op 2, CONTROLLER.y_op 2
timing repair:
action	in CTS	in global routing
setup buffers	15	5
resized	71	36
setup endpoints to repair	18	14
pin swaps	29	27
metal layers:
metal  wire length, um  GRT usage, %
met5                 0             0
met4                36          1.63
met2              4400          34.5
met3               223          1.82
met1              4980          32.9
worst reg2reg max path, cell delays in order, from the launching register on:
cell and delay (ns):
sky130_fd_sc_hd__dfxtp_1 0.55, sky130_fd_sc_hd__nand2_1 0.13, sky130_fd_sc_hd__o21ai_0 0.12, sky130_fd_sc_hd__ha_1 0.22, sky130_fd_sc_hd__inv_1 0.07, sky130_fd_sc_hd__fa_1 0.45
sky130_fd_sc_hd__a21o_1 0.23, sky130_fd_sc_hd__a21oi_4 0.14, sky130_fd_sc_hd__o21bai_1 0.09, sky130_fd_sc_hd__a21oi_2 0.14, sky130_fd_sc_hd__mux2i_1 0.18, sky130_fd_sc_hd__nand2_1 0.06
metrics by stage:
step / power [mW] / setup slack (ns)
final: 2.34 / -0.371
after global routing: 2.58 / -0.478
after detailed placement: 1.96 / -1.12
after floorplan: 1.53 / -0.433
after CTS: 2.27 / -0.396
after global placement: 1.94 / -1.07
power by group:
part | switching [mW] | leakage (nW) | internal [mW]
clock | 0.0885 | 0.0383 | 0.0904
combinational | 0.813 | 1.77 | 0.828
sequential | 0.153 | 0.417 | 0.367
total | 1.05 | 2.23 | 1.29
cell usage in the layout (no fill, tap or decap), types with 4 or more instances in the layout:
cell,count
sky130_fd_sc_hd__nand3_1,17
sky130_fd_sc_hd__xnor2_2,4
sky130_fd_sc_hd__nand4_1,4
sky130_fd_sc_hd__dfrtn_1,24
sky130_fd_sc_hd__ha_1,24
sky130_fd_sc_hd__o211ai_1,5
sky130_fd_sc_hd__ha_4,6
sky130_fd_sc_hd__inv_2,4
sky130_fd_sc_hd__nand2b_1,8
sky130_fd_sc_hd__a21o_1,5
sky130_fd_sc_hd__or3_1,5
sky130_fd_sc_hd__nor3_1,8
sky130_fd_sc_hd__xor2_1,7
sky130_fd_sc_hd__nor2b_1,12
sky130_fd_sc_hd__nor2_1,36
sky130_fd_sc_hd__o21ai_0,33
sky130_fd_sc_hd__clkdlybuf4s50_1,32
sky130_fd_sc_hd__clkbuf_8,5
sky130_fd_sc_hd__inv_1,40
sky130_fd_sc_hd__buf_4,71
sky130_fd_sc_hd__dfxtp_1,4
sky130_fd_sc_hd__o21a_1,8
sky130_fd_sc_hd__nand2_1,50
sky130_fd_sc_hd__dlygate4sd2_1,8
sky130_fd_sc_hd__o311ai_0,4
sky130_fd_sc_hd__mux2i_1,9
sky130_fd_sc_hd__xnor2_1,6
sky130_fd_sc_hd__buf_6,10
sky130_fd_sc_hd__o21ai_1,12
sky130_fd_sc_hd__a21oi_1,25
sky130_fd_sc_hd__o31ai_1,5
sky130_fd_sc_hd__nor2_2,4
sky130_fd_sc_hd__dfrtp_1,4
cells by family (layout without fill, tap and decap cells):
group / count (synthesis) / count (layout) / synth area share, %
AND-OR/OR-AND: 147 / 147 / 26.2
AND/OR/NAND/NOR: 165 / 165 / 21.6
multiplexers: 11 / 11 / 3.03
buffers and inverters: 77 / 182 / 8.92
adder cells (fa/ha/maj): 35 / 35 / 12.5
flip-flops: 35 / 35 / 23.7
XOR/XNOR: 17 / 17 / 4.05
cell type report:
class,instances,area share (%)
clock buffers,7,1.50
inverters,45,3.37
multi-input cells,375,53.4
flip-flops and latches,35,17.1
well taps,108,2.65
repair buffers,130,22.0
final timing paths:
kind / end / slack, ns
worst min-delay path: CONTROLLER.y_op[2] / 0.45
worst max-delay path: DATA_PATH.Y_REG.u7.q / -0.37
worst max register to register: DATA_PATH.Y_REG.u6.q / 0.13
min in group asynchronous: CONTROLLER.next_state[0] / 1.18
max in group asynchronous: DATA_PATH.X_REG.u4.q / 1.28
worst min register to register: CONTROLLER.y_op[2] / 0.45
Power figures rest on the tool's default switching activity, not on a simulated workload.
